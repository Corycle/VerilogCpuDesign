$ cat flow/config.mk
export PLATFORM = sky130hd
export DESIGN_NAME = IM
export DESIGN_NICKNAME = IM
export VERILOG_FILES = /design/flow/design.v
export SDC_FILE = /design/flow/constraint.sdc
export NUM_CORES = 4
export LEC_CHECK = 1
export CORE_AREA = 10 10 70 70
export DIE_AREA = 0 0 80 80
export SYNTH_MEMORY_MAX_BITS = 65536
$ cat flow/constraint.sdc
current_design IM

set clk_period 1.0
set clk_io_pct 0.2

create_clock -name clk0 -period $clk_period

set non_clock_inputs [all_inputs -no_clocks]
set_input_delay [expr $clk_period * $clk_io_pct] -clock clk0 $non_clock_inputs
set_output_delay [expr $clk_period * $clk_io_pct] -clock clk0 [all_outputs]
$ cat flow/design.v
module IM(
    input [31:0] Addr,
    output reg [31:0] Inst
);
    reg [31:0] Mem[1023:0];
    initial begin
        Mem[0]=32'b10001100010000000000000000000000;
        Mem[1]=32'b10001100010000010000000000000001;
        Mem[2]=32'b00000000001000000001000000000001;
        Mem[3]=32'b00000000000000010001100000001001;
        Mem[4]=32'b00000000010000110010000000001110;
        Mem[5]=32'b00010000000000100000000000000001;
        Mem[6]=32'b00000000000000010001100000001001;
        Mem[7]=32'b00001000000000000000000000000000;
    end
    always @(Addr) begin
        Inst=Mem[Addr[9:0]/4];
    end
endmodule
$ cat flow/run.sh
#!/bin/bash
# OpenROAD 26Q1-2900-gdf79404cd8, Yosys 0.63+post, stock flow scripts
make -C /OpenROAD-flow-scripts/flow DESIGN_CONFIG=/design/flow/config.mk WORK_HOME=/design/flow/orfs finish
==> changes_impl.md <==
### Metrics

* Run status: finished with violations
* Violations in the final reports: setup timing
* Die Outline Area at 0.006400 sq mm
* Via count of the routed design at 356
* Proportion of layout cells with a drive suffix above 1 at 0.6494
* Signed area change from the synthesized netlist to the final layout at 106.0%
* Initial antenna violation count at 0
* Average wire length per cell after detail routing at 10.94 um
* Input/output buffers at 18
* Yosys synthesis chip area at 334.1 sq um
* Max-slew violations at 0
* Syn_area_per_cell at 7.108 sq um
* Mean number of vias per cell at 2.894
* Post-Syn Area at 334.1 sq um
* Fin worst setup slack at -0.2699 ns
* Maximum operating frequency at 0.7875 GHz
* Detailed Route WL at 1.346 mm
* Post-layout power at 233.1 uW
* Fraction of the yosys area taken by sequential cells at 0
* Post-CTS Hold Buffers at 0
* Overflow left after global routing at 0
* Final-layout setup total negative slack at -1.727 ns
* Peak VDD IR at 55.11 uV
* Tally of OpenROAD warnings at 67
* Antenna diodes at 0
* Kind of capture point of the worst setup path: output port
* Area of all sequential standard cells at 0 sq um
* Clock period minus final worst setup slack at 1.270 ns
* Buf+Inv Stages, Crit Path at 4
* Iteration tally of the first detailed-router pass at 3
* Wire length of the first global-routing pass at 1.787 mm
* Filler cells at 373
* Final cycle utilization of the critical path at 1.270
* Number of design rule violations left after detail routing at 0
* CP Data Arrival Time at 1.07 ns
* Cell Pwr Density at 338.7 mW/mm^2
* Classification of the worst setup path: in -> out
* Total of endpoints with negative setup slack in the final report at 13
* Count of endpoints failing hold in the final timing report at 0
* Leak pwr at 0.0003504 uW
* Horiz. Die Dim at 80 um
* Min-delay worst type: in -> out
* Required time worst endpoint at 0.80 ns
* Seq_cells at 0
* Number of cells in the yosys synthesis report at 47
* Ordered list of cells on the worst path: buf_8, buf_6, ha_4, nor3b_4, buf_4, nor2_1, buf_2
* Number of clock buffer instances in the layout at 0
* Std cell rows at 21
* Total track usage at 0.03371
* DR iter-0 viols at 19
* Post-DRT Antenna Nets at 0
* Stage delay of the slowest cell on the critical path at 0.20 ns
* Post-Syn Instances at 47
* Via count of the first global-routing pass at 364
* Crit path max fanout at 3
* Largest net degree at the start of global routing at 8
* Core Footprint at 0.003416 sq mm
* Initial core utilization at 0.09780
* Height of the die at 80 um
* RD Place Congestion at 0.7025
* Count of max-cap constraint violations at 0
* Warnings, synthesis at 1
* Startpoint types: primary input
* Cell type group with the largest total delay on the critical path: buffers and inverters
* Setup repair after global routing missed its margin: yes
* Number of distinct standard cells referenced by the synthesized netlist at 14
* Slowest cell on the critical path: sky130_fd_sc_hd__nor3b_4
* Total I/O pin count at 64
* HPWL after detailed placement at 858.2 um
==> timing repair <==
action                     in CTS  in global routing
setup buffers                  10                  2
setup endpoints to repair      15                 15
cloned                          1                  0
resized                        72                 29
pin swaps                       9                  8
==> report_power, final <==
group,total [uW],leakage [uW],switching (uW),internal (uW)
Combinational,233,0.000350,93.1,140
Clock,0,0,0,0
Sequential,0,0,0,0
Total,233,0.000350,93.1,140
==> through the flow <==
step                  util  cells  setup slack (ns)  hold WS (ns)  instance area, sq um
detailed placement  0.1498    111           -0.9648         1.479                 511.7
global placement    0.1498    111           -0.9314         1.480                 511.7
floorplan                -     63           0.01671        0.4299                 394.1
CTS                 0.1927    121           -0.2725        0.7776                 658.1
global route        0.2015    123           -0.3099        0.7640                 688.2
finish              0.2015    123           -0.2699        0.7404                 688.2
==> cells in the mapped netlist <==
library cell	count	area share
sky130_fd_sc_hd__or2_1	1	0.019
sky130_fd_sc_hd__and2b_2	1	0.026
sky130_fd_sc_hd__nand2_1	2	0.022
sky130_fd_sc_hd__and2b_1	1	0.022
sky130_fd_sc_hd__ha_1	5	0.19
sky130_fd_sc_hd__nor3b_2	1	0.037
sky130_fd_sc_hd__o21ai_0	3	0.045
sky130_fd_sc_hd__inv_1	3	0.034
sky130_fd_sc_hd__conb_1	1	0.011
sky130_fd_sc_hd__and2_1	1	0.019
sky130_fd_sc_hd__a21o_1	1	0.022
sky130_fd_sc_hd__buf_4	21	0.47
sky130_fd_sc_hd__nor2_1	5	0.056
sky130_fd_sc_hd__and2_4	1	0.026
==> path summary, 6_finish.rpt <==
| path | from | to | slack, ns | cells past startpoint |
|---|---|---|---|---|
| max | Addr[3] | Inst[3] | -0.27 | 7 |
| min | Addr[4] | Inst[31] | 0.74 | 4 |
==> metal layers <==
metal | vias up | track usage | share of wire
met2 | 25 | 0.04815 | 0.41
met5 | - | 0 | 0
met3 | 0 | 0.01364 | 0.11
met4 | 0 | 0 | 0
li1 | 166 | - | -
met1 | 165 | 0.04878 | 0.48
==> placed cells by master (no fill, tap or decap), drive strengths merged <==
master / synthesis / layout
clkbuf: 0 / 8
ha: 5 / 5
clkdlybuf4s15: 0 / 1
nor3b: 1 / 1
nand2: 2 / 2
o21ai: 3 / 3
buf: 21 / 26
conb: 1 / 17
nor2: 5 / 5
or2: 1 / 1
and2b: 2 / 2
and2: 2 / 2
inv: 3 / 3
a21o: 1 / 1
==> final cells by class <==
class	count	area, sq um	area share
Inverter	3	21.27	0.03091
Multi-Input combinational cell	39	312.8	0.4545
Tap cell	46	57.56	0.08364
Timing Repair Buffer	35	296.5	0.4309
==> logic make-up after synthesis <==
kind of cell    share of synthesized area
fa+ha+maj                          0.1873
compound gates                    0.06741
other cells                       0.01123
simple gates                       0.2285
buf+inv                            0.5056
Power is estimated from default activity; no workload was simulated.
