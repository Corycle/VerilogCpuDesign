==> design.v <==
module RF(
    input CLK,
    input W,
    input [4:0] R_reg1,
    input [4:0] R_reg2,
    output reg [31:0] R_data1,
    output reg [31:0] R_data2,
    input [4:0] W_reg,
    input [31:0] W_data
);
    integer i;
    reg [31:0] Reg[31:0];
    initial begin
        for(i=0;i<32;i=i+1)Reg[i]=0;
    end
    always @(posedge CLK) begin
        if(W) Reg[W_reg]=W_data;
    end
    always @(*) begin
        R_data1=Reg[R_reg1];
        R_data2=Reg[R_reg2];
    end
endmodule
==> run.sh <==
#!/bin/bash
# OpenROAD 26Q1-2900-gdf79404cd8, Yosys 0.63+post, stock flow scripts
make -C /OpenROAD-flow-scripts/flow DESIGN_CONFIG=/design/flow/config.mk WORK_HOME=/design/flow/orfs finish
==> config.mk <==
export PLATFORM = sky130hd
export DESIGN_NAME = RF
export DESIGN_NICKNAME = RF
export VERILOG_FILES = /design/flow/design.v
export SDC_FILE = /design/flow/constraint.sdc
export NUM_CORES = 4
export LEC_CHECK = 1
export CORE_UTILIZATION = 40
==> constraint.sdc <==
current_design RF

set clk_period 6.4
set clk_io_pct 0.2

create_clock -name clk0 -period $clk_period [get_ports {CLK}]

set non_clock_inputs [all_inputs -no_clocks]
set_input_delay [expr $clk_period * $clk_io_pct] -clock clk0 $non_clock_inputs
set_output_delay [expr $clk_period * $clk_io_pct] -clock clk0 [all_outputs]
==> results.txt <==
Figures from the flow reports.

Run status:
- The flow ran to the end, and the final reports show no timing, DRC or antenna violations.

Floorplan:
- The run gives the height of the chip as 351.2 microns.
- The run puts the number of top-level pins at between 100 and 150.
- Once the floorplan was initialized, standard cells occupied 40.51% of the core.
- The die covers around 120,000 sq um.
- For reference, the placement row count at floorplan is 127.
- The run gives the area of the core as 120,400 sq um.
- The run gives the horizontal die size as ~350 microns.

STA:
- Setup repair after global routing left no endpoint under its margin.
- The worst path uses approximately 86% of the clock period.
- The run gives the worst-margin pin slew as 1.064 ns.
- Counting pins that exceed their max-slew limit in the final report gives 0.
- The final hold violation count recorded for this run is 0.
- Headroom to the max-slew limit came out at 28.87%.
- The run puts the total negative slack at 0 ns.
- The run puts the total setup violations reported at the end of the flow at 0.
- The run puts the clock period minus final worst setup slack at 5.521 ns.
- The highest clock rate this design can be run at is 0.1811 GHz.

Yosys:
- Summing the areas of all fa, ha and maj instances in the mapped netlist gives 0% of the synthesized area.
- The run puts the synthesized-area fraction occupied by xor and xnor cells at 0%.
- For reference, the post-synthesis area per instance comes to 14.41 sq um.
- The run puts the area share of and/or/nand/nor cells after synthesis at 4.714%.
- The run gives the area share of the leading cell type in the synthesized netlist as between 60% and 70%.
- The gate-level netlist out of Yosys references 23 unique cell types.
- By area the synthesized netlist is led by edfxtp_1, mux2i_1, a22oi_1, a22o_1, nand3_1.
- The run puts the chip area line of the yosys report at 48,790 sq um.
- After Yosys synthesis, AND-OR and OR-AND compound gates account for 8.042% of the synthesized area.
- The run puts the number of synthesized register bits at 1,024.
- In the synthesized netlist, mux cells make up a little over a fifth of the area.
- The run puts the count of mapped cells out of synthesis at 3,386.
- The run puts the total of warnings raised by yosys at 1.
- The run puts the number of cell instances after yosys synthesis at roughly 3,400.
- The run gives the dominant cell type by area after synthesis as edfxtp_1.
- The synthesis run identifies the leading combinational cell family as multiplexers.
- The run gives the area of the mapped netlist as about 49,000 sq um.
- The run gives the sequential fraction of the synthesis area as 63.03%.

GRT:
- Global routing finished with a remaining overflow of 0.
- The run gives the largest net degree at the start of global routing as 94.
- In the global route stage, overall resource usage came out at 26.38%.
- The run puts the initial antenna violation count at 5.
- The run puts the first-pass GRT wire length at 216,400 microns.
- The run gives the via count of the first global-routing pass as 31,520.

Setup path:
- The worst setup path is launched from an input port.
- The run gives the data arrival time of the critical path as between 4 and 5 ns.
- The critical path is of the in -> out type.
- Of all nets on the critical path, the largest fanout is between 40 and 50.
- STA classifies the critical path endpoint as an output port.
- The timing report shows the most common cell along the critical path to be clkdlybuf4s50_1.
- The run puts the required arrival time at the worst endpoint at 5.12 ns.
- The run gives the number of cells on the critical path as 7.
- Looking at the critical path, the single cell with the biggest stage delay is buf_4.
- The run gives the longest individual stage delay on the worst path as 0.69 ns.
- The run gives the cell type group with the largest total delay on the critical path as buffers and inverters.
- For reference, the critical path is launched at R_reg2[2].
- For reference, the critical path cell chain is clkdlybuf4s50_1 > nor2_4 > buf_4 > a22oi_1 > a31oi_1 > nand3_1 > clkdlybuf4s50_1.
- The run puts the count of buffering cells on the critical path with inverters included at 3.

Detailed routing:
- The run puts the count of antenna-violating nets left after detailed routing at 0.
- The run puts the total wire length at 151,900 microns.
- The run puts the vias after detailed routing at 30,860.
- The run gives the first-pass iteration count of the detailed router as 5.
- The run gives the count of unresolved DRC violations after routing as 0.
- The run puts the vias per cell at 5.917.
- The run gives the routed wirelength normalized by instance count as 29.13 microns.
- The run gives the initial detailed-routing violation count as 1,979.

Worst hold path:
- The run gives the hold path startpoint as W_data[22].
- The run puts the instance count along the most critical hold path at 2.
- The run gives the worst hold endpoint as Reg[27][22]$_DFFE_PP_.
- Checking hold timing, the worst path is listed with class in -> reg.

Pwr:
- The run gives the overall power of the completed layout as 0.01478 W.
- The run puts the highest ir drop seen on vdd at 0.2035 mV.
- The leakage power in the latest report is a little over 20 nW.
- The run gives the power density over the cells as 266.0 nW/um^2.

Layout:
- Between the synthesized netlist and the finished layout, the area growth was recorded as 13.90%.
- The run gives the utilization after layout as 46.14%.
- The register with the most flip-flops in the layout has around 1,000 of them.
- The run gives the ratio of cells with drive above 1 in the final layout as under 10%.
- Per the cell usage report, the commonest logic cells after layout are edfxtp_1, mux2i_1, nand3_1.

Flow run:
- The run puts the max capacitance violation total at 0.
- Across all stage logs, warnings added up to 26.

CTS:
- Hold repair after CTS inserted 0 buffers.
- The run gives the number of clock sinks as 1,024.
- The run puts the clock-pin slew of the registers on the worst-case setup and hold paths at around 0.06 ns.
- TritonCTS built the clock tree.
- The clock passes through at most 3 buffers.
- The H-tree generated during clock tree synthesis spans 3 levels.
- The root buffer cell chosen for the clock tree is clkbuf_16.
- The run gives the post-cts sizing count as 0.
- Post-CTS timing repair inserted 0 buffers for setup.
- The run gives the clock buffer count from CTS as 105.

Place:
- The HPWL after detailed placement is ~89,000 microns.
- The run gives the global placement routability congestion as around 0.9.
- Input and output buffers added on the ports amount to 112.
-- logic make-up after synthesis --
kind of cell    Yosys count
mux                    1024
simple gates            509
buf+inv                 253
compound gates          576
flops                  1024
-- power by group --
| group | internal, W | leakage [nW] | total [W] | switching [W] |
|---|---|---|---|---|
| Clock | 0.00335 | 1.60 | 0.00588 | 0.00253 |
| Sequential | 0.00746 | 9.22 | 0.00749 | 0.0000313 |
| Combinational | 0.000544 | 9.52 | 0.00141 | 0.000863 |
-- per-stage QoR --
step	hold WS, ns	cells	worst slack [ns]	cell area (sq um)
after floorplan	1.379	3386	2.686	48790
after global placement	2.114	5020	0.9802	52310
after detailed placement	2.115	5020	0.9157	52310
after CTS	1.392	5213	0.9136	55570
after global routing	1.431	5213	0.8444	55570
final	1.418	5215	0.8792	55570
-- worst max-delay path by stage --
stage            endpoint
CTS           R_data2[30]
global route  R_data2[24]
finish        R_data2[30]
-- final cells by class --
| type | instances | area, sq um |
|---|---|---|
| Timing Repair Buffer | 275 | 2768 |
| Fill cell | 10430 | 64880 |
| Tap cell | 1612 | 2017 |
| Clock inverter | 57 | 445.4 |
| Clock buffer | 136 | 2808 |
| Multi-Input combinational cell | 2109 | 16780 |
| Antenna cell | 2 | 5.005 |
| Sequential cell | 1024 | 30750 |
-- cells in the mapped netlist --
cell type and count:
a21oi_1 192, a22o_1 128, a22oi_1 192, a31oi_1 64
and2_1 2, buf_1 1, buf_2 70, buf_4 47
buf_6 45, clkbuf_1 86, clkbuf_4 4, edfxtp_1 1024
mux2i_1 1024, nand2_1 195, nand2b_1 4, nand3_1 194
nand3b_1 5, nor2_1 35, nor2b_1 4, nor3_1 64
or2_2 2, or3_1 1, or3b_2 3
-- per-layer routing --
metal / vias up / track usage (%) / wire length (microns)
met5: - / 0 / 46
met2: 1571 / 40.24 / 71140
li1: 13680 / - / -
met4: 8 / 6.761 / 5132
met1: 15340 / 33.44 / 54850
met3: 261 / 15.10 / 20730
No activity file was given, so power comes from the tool's default toggle rates.
